## flow/run.sh

```bash
#!/bin/bash
# OpenROAD 26Q1-2900-gdf79404cd8, Yosys 0.63+post, stock flow scripts
make -C /OpenROAD-flow-scripts/flow DESIGN_CONFIG=/design/flow/config.mk WORK_HOME=/design/flow/orfs finish
```

## flow/config.mk

```make
export PLATFORM = sky130hd
export DESIGN_NAME = module1
export DESIGN_NICKNAME = module1
export VERILOG_FILES = /design/flow/design.v
export SDC_FILE = /design/flow/constraint.sdc
export NUM_CORES = 4
export LEC_CHECK = 1
export CORE_AREA = 10 10 99 99
export DIE_AREA = 0 0 109 109
```

## flow/constraint.sdc

```tcl
current_design module1

set clk_period 2.8
set clk_io_pct 0.2

create_clock -name clk0 -period $clk_period [get_ports {clk}]

set non_clock_inputs [all_inputs -no_clocks]
set_input_delay [expr $clk_period * $clk_io_pct] -clock clk0 $non_clock_inputs
set_output_delay [expr $clk_period * $clk_io_pct] -clock clk0 [all_outputs]
```

## flow/design.v

```verilog
`timescale 1ns / 1ps
module module1(
    input clk,
    input rst,
    input enable,
    output reg scl,
    output reg [7:0] vtg=0,
    inout sda
    );
reg [7:0]voltage;
reg direction=1;  
reg SDA;
assign sda=direction?SDA:1'bZ;   
reg [7:0] state; 
reg [7:0] address;                   
reg [7:0] count;
reg ack;
reg received_bit;
parameter STATE_IDLE=0,
          STATE_START=1,
          STATE_ADD_RW=2,
          STATE_ACK=3,
          STATE_DATA=4,
          STATE_RACK=5,
          STATE_STOP=6;
always@(negedge clk)
begin
    if(rst==1)  scl<=1;
    else begin
             if((state==STATE_IDLE)||(state==STATE_START)||(state==STATE_STOP))  
                     scl<=1;
            else    scl<=~scl;
         end 
end 
always@(posedge clk)
begin
    if(rst==1) begin
        state<=STATE_IDLE;
        direction<=1;
        SDA<=1;
        address=8'b10101011;  
        count<=8'd0;      
       end
    else begin
        case(state)
       STATE_IDLE:  begin                      
                        direction<=1;
                        SDA<=1;
                        if(enable)
                        state<=STATE_START;
                     end
       STATE_START: begin                        
                        SDA<=0;
                        count<=8;
                        state<=STATE_ADD_RW;
                    end
       STATE_ADD_RW: begin                        
                        if(scl==0) begin
                        SDA<=address[count-1];
                        if(count==0)  begin  state<=STATE_ACK; direction<=0;   end
                        else count<=count-1;
                        end
         end
       STATE_ACK:    begin                        
                        ack=1;                  
                        if(ack==1) begin  state<=STATE_DATA; count<=8;   end
                        else    begin  state<=STATE_IDLE;   end
                     end
       STATE_DATA:  begin                         
                         if(scl==0) begin            
                          received_bit<=sda;
                          voltage[0]<=received_bit;
                          voltage<=voltage<<1'b1;
                          count<=count-1'b1;
                          if(count==0) begin     state<=STATE_RACK;
                                                 direction<=1; SDA<=1;       
                                                 vtg<=8'd15;  
                                       end
                          else    begin     
                                            state<=STATE_DATA;   end
                    end
                    end
       STATE_RACK:  begin                         
                       if(scl==0) begin
                        SDA<=0;              
                        state<=STATE_STOP;
                    end
                    end
       STATE_STOP: begin                          
                        SDA<=1;
                        state<=STATE_IDLE;
                   end
        endcase              
       end
    end
endmodule
```

==> impl_metrics.ini <==
; flow metrics
[die]
die_x_um = 109
die_height_um = 109
core.rowCount = 32
top_level_ports = 13
floorplanUtilization_pct = 14.2

[clock_tree]
cts.repair_timing.setup_buffer_count = 0
ctsLongestPathBuffers = 2
cts.sinks = 18
number_of_hold_repair_buffers_added_at_the_cts_stage = 0
post_cts_resize_count = 4
number_of_cts_inserted_buffers = 3
root_buffer = clkbuf_8
ctsHtreeMaxLevel = 1

[yosys]
numSynthFlops = 18
synth.cell_area_um2 = 1100
synth.avg_cell_area_um2 = 8.25
async_flop_share_pct = 0
synthTopCellsByArea = dfxtp_1, mux2i_1, buf_4
post-synth-top-area-fraction_pct = 31.0
enable_flop_cells = 1
yosysTopAreaCell = dfxtp_1
area_of_the_synthesized_netlist_per_yosys_stat_um2 = 1100
ff_type = dfxtp_1
yosysUniqueCellTypes = 38
yosysWarningCount = 2
yosysSeqAreaShare_pct = 33.8
synth.yosys.num_cells = 133
synth_cells = 133

[place]
port_buffers = 7
dp_hpwl_um = 1670
placed_cells_incl_taps = 234
routabilityCongestion = 0.863

[outcome]
flow.stopped_at = clock tree synthesis
status = aborted with a tool error
flow.first_error = [error] [KeplerFormal.cpp:679] Workflow failed: Iso has multiple drivers: .sda0, sda$_SDFFE_PP1P_.Q0
[per-stage QoR]
stage	util (%)	setup slack (ns)	instance area [um^2]	total power [uW]
2_1_floorplan	-	0.0668	1110	433
3_3_place_gp	16.0	0.0648	1230	459
3_5_place_dp	16.0	0.0382	1230	459
[cells by family after synthesis]
group	share of synthesized area, %
other cells	0.684
flops	33.8
mux	5.47
buf+inv	11.7
fa+ha+maj	2.28
simple gates	25.9
xor+xnor	0.798
compound gates	19.4
[synth_stat cells, drive strengths merged, types with 3 or more instances]
cell type	count
dfxtp	17
nor2	11
a21oi	9
buf	9
inv	9
nand3	8
nand4	7
mux2i	6
clkbuf	5
nand2	5
nor3	5
o21ai	5
a211oi	4
a21boi	3
and2	3
and3	3
Power figures rest on the tool's default switching activity, not on a simulated workload.
